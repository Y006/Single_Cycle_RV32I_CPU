### /design/flow/design.v
module extend (
    input       [31:7] instr,
    input       [2:0 ] immSrc,
    output reg  [31:0] immExt
);
    always @(*)
    begin
        case(immSrc)
            3'b000: 
                immExt = {{20{instr[31]}}, instr[31:20]};                                        
            3'b001: 
                immExt = {{20{instr[31]}}, instr[31:25], instr[11:7]};                           
            3'b010: 
                immExt = {{20{instr[31]}}, instr[7], instr[30:25], instr[11:8], 1'b0};           
            3'b100:
                immExt = {instr[31], instr[30:12], {12{1'b0}}};                                  
            3'b011: 
                immExt = {{12{instr[31]}}, instr[19:12], instr[20], instr[30:21], 1'b0};         
            default:
                immExt = 32'b0;                                                                  
        endcase
    end
endmodule
### /design/flow/run.sh
#!/bin/bash
# OpenROAD 26Q1-2900-gdf79404cd8, Yosys 0.63+post, stock flow scripts
make -C /OpenROAD-flow-scripts/flow DESIGN_CONFIG=/design/flow/config.mk WORK_HOME=/design/flow/orfs finish
### /design/flow/config.mk
export PLATFORM = sky130hd
export DESIGN_NAME = extend
export DESIGN_NICKNAME = extend
export VERILOG_FILES = /design/flow/design.v
export SDC_FILE = /design/flow/constraint.sdc
export NUM_CORES = 4
export LEC_CHECK = 1
export CORE_AREA = 10 10 70 70
export DIE_AREA = 0 0 80 80
### /design/flow/constraint.sdc
current_design extend

set clk_period 3.7
set clk_io_pct 0.2

create_clock -name clk0 -period $clk_period

set non_clock_inputs [all_inputs -no_clocks]
set_input_delay [expr $clk_period * $clk_io_pct] -clock clk0 $non_clock_inputs
set_output_delay [expr $clk_period * $clk_io_pct] -clock clk0 [all_outputs]
==> results.cfg <==
; synthesis and place-and-route metrics
[global_route]
grt_first_pass_wirelength_um = 3836
grtUsageTotal = 0.07323
grt-ovfl-total = 0
grt_antenna_before_repair = 0
grt_pass1_vias = 709
grt_max_degree = 20

[drt]
drt-pass1-iter-count = 4
drtIter0Drc = 52
viasPerCell = 4.046
wire_per_inst_um = 14.25
ant_nets = 0
diodes = 0
totalWireLength_um = 2493
vias = 708
drc_errors = 0

[critical_path]
cp_common_cell = clkdlybuf4s50_1
critPathMaxFanout = 8
cp_cell_sequence = clkdlybuf4s50_1 -> and2_1 -> a21oi_1 -> o22ai_1 -> clkdlybuf4s50_1
crit_family = buffers and inverters
slowest_stage = clkdlybuf4s50_1
arrival_ps = 2580
critPathMaxStageDelay_ps = 680
start_kind = primary input
cp.buffers_inverters = 2
cp_data_required_time_ps = 2960
end_kind = primary output
crit_type = primary input to primary output

[floorplanning]
fp_util = 0.1304
die-area_um2 = 6400
dieHeight_um = 80
design.core.area_um2 = 3416
die_w_um = 80
rows = 21
pin_count = 60

[sta]
timing.slew.headroom = 0.7653
hold_viol = 0
finalSetupTns_ps = 0
setup_violations = 0
fmax_mhz = 301.2
post-route-period-util = 0.8973
finalCriticalPeriod_ps = 3320
rsz0062_at_grt = no
timing.final.ws_setup_ps = 380.0
finalMaxSlewViolations = 0
worstMarginPinSlew_ps = 351.0

[place]
portBuffers = 60
gp_congestion = 0.7660
place_hpwl_um = 2107
post-place-ws_ps = 390.5
dp_cells = 175

[clock_tree]
cts_resized = 0
postCtsSetupBuffers = 0
cts_hold_buf = 0

[job]
drv_cap = 0
warning_count = 32

[logic_synthesis]
mux_share = 0.1348
synthTopLogicFamily = AND-OR/OR-AND gates
simple_gate_area_frac = 0.2247
aoi_share = 0.5056
syn_avg_cell_area_um2 = 6.186
synth_area_um2 = 445.4
ys.warnings.count = 1
synth_stat.cells = 72
synthAdderAreaFrac = 0
xor_share = 0.03652
synth_top_area_share = 0.1854
yosys-top-cells-area = a21o_1 (19%), a21oi_1 (18%), mux2i_1 (13%)
synthDistinctLibCells = 15
synth_area_leader_cell = a21o_1
yosys_area_um2 = 445.4
synth_seq_share = 0
netlist_instances = 72

[layout]
drive_gt1_frac = 0.06202
final-seq-area_um2 = 0
clkbuf_count = 0
flops = 0
final_util = 0.3256
area_growth_pct = 149.7
final-instance-count-excl-fill = 175

[pwr]
vdd_drop_max_uv = 39.70
seq_power_share = 0
power.share.clock = 0
combPwrFrac = 1.000
switching_share = 0.3158
p_leak_nw = 0.4694
power.density_nw_per_um2 = 119.7
p_int_mw = 0.09109
p_sw_mw = 0.04204
total_power_mw = 0.1331

[status]
outcome = finished, final reports clean

[worst_hold_path]
worstHoldPathType = primary input to primary output
==> path summary, 6_finish.rpt <==
check             startpoint  slack [ps]          to  depth (start not counted)
setup / recovery   immSrc[0]         380  immExt[19]                          5
hold / removal     instr[29]        2420   immExt[9]                          3
==> logic make-up after synthesis <==
logic type,count (synthesis)
mux,6
compound gates,37
xor+xnor,1
buf+inv,10
simple gates,18
==> layout make-up <==
| cell class | instances | area (µm²) |
|---|---|---|
| fill | 364 | 2303 |
| timing repair buffer | 67 | 653.1 |
| multi-input combinational | 62 | 401.6 |
| tap | 46 | 57.56 |
==> stage by stage <==
| stage | hold WS, ps | area, µm² |
|---|---|---|
| 3_5_place_dp | 2432 | 1112 |
| 4_1_cts | 2431 | 1112 |
| 2_1_floorplan | 1543 | 445.4 |
| 6_report | 2422 | 1112 |
| 5_1_grt | 2442 | 1112 |
| 3_3_place_gp | 2429 | 1112 |
==> power groups by stage <==
stage	logic (mW)	clock network, mW	registers (mW)
finish	0.133	0	0
CTS	0.136	0	0
global route	0.146	0	0
==> metal layers <==
metal | vias to the layer above | part of all wire | track usage
li1 | 376 | - | -
met1 | 311 | 0.43 | 0.09769
met2 | 21 | 0.49 | 0.1180
met3 | 0 | 0.079 | 0.02500
met4 | 0 | 0 | 0
met5 | - | 0 | 0
==> cells in the mapped netlist (all sizes together) <==
cell type	n
xor2	1
a21oi	16
nor3	1
nor3b	1
and2	2
a21o	11
o21ai	1
nor2b	9
o22ai	8
nor2	5
clkbuf	4
mux2i	6
buf	6
a211oi	1
==> cell usage in the layout (no fill, tap or decap) <==
cell type / n
a21oi_1: 16
clkdlybuf4s50_1: 60
nor3_1: 1
a21o_1: 11
xor2_2: 1
buf_4: 7
nor3b_1: 1
mux2i_1: 6
nor2b_1: 9
o21ai_0: 1
o22ai_1: 8
nor2_1: 5
and2_1: 2
a211oi_1: 1
Power figures rest on the tool's default switching activity, not on a simulated workload.
